[run.sh]
#!/bin/bash
# OpenROAD 26Q1-2900-gdf79404cd8, Yosys 0.63+post, stock flow scripts
make -C /OpenROAD-flow-scripts/flow DESIGN_CONFIG=/design/flow/config.mk WORK_HOME=/design/flow/orfs finish
[config.mk]
export PLATFORM = sky130hd
export DESIGN_NAME = mod_counter_parameter
export DESIGN_NICKNAME = mod_counter_parameter
export VERILOG_FILES = /design/flow/design.v
export SDC_FILE = /design/flow/constraint.sdc
export NUM_CORES = 4
export LEC_CHECK = 1
export CORE_AREA = 10 10 70 70
export DIE_AREA = 0 0 80 80
[constraint.sdc]
current_design mod_counter_parameter

set clk_period 1.2
set clk_io_pct 0.2

create_clock -name clk0 -period $clk_period [get_ports {clk}]

set non_clock_inputs [all_inputs -no_clocks]
set_input_delay [expr $clk_period * $clk_io_pct] -clock clk0 $non_clock_inputs
set_output_delay [expr $clk_period * $clk_io_pct] -clock clk0 [all_outputs]
[design.v]
module mod_counter_parameter
    #(parameter FINAL_VALUE = 9)(
    input clk,
    input reset_n,
    input enable,
    output [BITS - 1:0] Q
    );
    localparam BITS  = $clog2(FINAL_VALUE);
    reg [BITS - 1: 0] Q_reg, Q_next;
    wire done;
    always @(posedge clk, negedge reset_n)
        begin
          if (~reset_n)
            Q_reg <= 1'b0;
          else if(enable)
            Q_reg <= Q_next;
          else
            Q_reg <= Q_reg;
        end
    assign done = Q_reg == FINAL_VALUE;
    always @(*)
        Q_next <= done?1'b0:Q_reg + 1;
    assign Q = Q_reg;
endmodule
==> flow_summary.ini <==
; flow metrics
[setup_path]
critPathRequiredTime_ns = 0.96
startpoint_type = register
endpoint_kind = output port
cp_slowest_stage_delay_ns = 0.37
crit_chain = dlygate4sd2_1
cp.arrival_ns = 0.83
critPathTopFamily = flip-flops
crit_type = register to output port
slowest_stage = dfrtp_1
path_buffers = 1
critPathMaxFanout = 2

[die]
io_pins = 7
core_sq_um = 3420
floorplan.core_util = 0.0535
row_count = 21
die_w_um = 80
die-area_sq_um = 6400
die_y_um = 80

[yosys]
ys_warn_count = 1
ys_seq_frac = 0.548
synth.top_cell.area_share = 0.548
synth_flops = 4
top_area_cell = dfrtp_1
yosys.cell_types.count = 12
syn_area_sq_um = 183
top_cells_by_area = dfrtp_1, and4b_1, nor3_2
syn_inst = 16
ys_cells = 16
synth_chip_area_sq_um = 183
syn_area_per_cell_sq_um = 11.4

[power_and_ir_drop]
vdd.ir_drop.worst_v = 0.000330
power.leakage_nw = 0.154
p_sw_frac = 0.291
comb_power_share = 0.497
clockPowerShare = 0.201
p_sw_mw = 0.227
internal_power_mw = 0.552
power.density_nw_per_um2 = 2180
p_seq_frac = 0.301

[status]
status = finished clean

[global_route]
antenna_found_initial = 1
grt_pass1_wl_um = 834
gr-usage-all-layers = 0.0176
grt_remaining_overflow = 0
first_global_vias = 182
grt_max_degree = 6

[route]
wl_um = 496
drt_drc_violations_left = 0
num_vias = 180
drtIter0Drc = 12
antenna_left = 0
first_pass_iters = 4
post_drt_wl_per_cell_um = 6.44
via_per_inst = 2.34

[final_layout]
fin_area_sq_um = 358
fillers = 397
fin_cells = 77
largest_reg_flops = 4
postLayoutCoreUtil = 0.105
register_area_sq_um = 100
lay_top_count = buf_4
final-comb-area_sq_um = 82.6
lay_top_cells = buf_4, dfrtp_1, dlygate4sd2_1
syn2layout_area_growth_pct = 95.9
drive_above_1_share = 0.333

[final_timing]
finalMaxSlewViolations = 0
tightestPinTransition_ns = 0.199
fin_skew_ns = 0.00411
relSlewSlack = 0.867
fin_crit_ns = 1.07
hold_viol = 0
max_freq_mhz = 931
whs_ns = 0.221
fin_crit_sh = 0.895
rsz0062_at_grt = false
finalSetupViolations = 0
setup_ws_ns = 0.126

[place]
dp_slack_ns = -0.0670
placed_cells = 72
placed_area_sq_um = 330
gp_congestion = 0.679
portBuffers = 6

[clock_tree]
htree_num_levels = 1
path_clk_slew_ns = 0.04
cts_root_buffer = clkbuf_4
clock_latency_ns = 0.23
cts_tree = built
cts-root-to-sink-buffers = 2
numCtsBuffers = 3
hold_buffers = 0
clock-sinks = 4

[flow_run]
warnings = 25
max-cap-violations = 0

[hold_path]
min_path_type = input port to asynchronous set/reset pin
[metrics by stage]
step | total power [mW] | setup TNS (ns)
detailed placement | 0.646 | -0.0762
global route | 0.857 | 0
finish | 0.779 | 0
global placement | 0.640 | -0.0386
CTS | 0.791 | 0
floorplan | 0.391 | 0
[power by group through the flow]
stage,Sequential [mW],Combinational (mW),Clock (mW)
4_1_cts,0.236,0.388,0.166
5_1_grt,0.246,0.431,0.180
6_report,0.234,0.387,0.157
[path summary, 6_finish.rpt]
check	start	to	slack, ns	cells past startpoint
min in group clk0	Q_reg[0]	Q_reg[0]	0.56	2
max	Q_reg[3]	Q[3]	0.13	1
min reg2reg	Q_reg[0]	Q_reg[0]	0.56	2
max in group asynchronous	reset_n	Q_reg[0]	0.80	1
min	reset_n	Q_reg[3]	0.22	1
max reg2reg	Q_reg[2]	Q_reg[3]	0.15	4
[routing by layer]
metal	wire [um]	global-route usage	up-vias
met5	0	0	-
met4	0	0.00528	0
met3	130	0.0250	0
met2	163	0.0169	9
met1	201	0.0200	84
li1	-	-	87
[Yosys cell counts]
cell type and instances:
xor2_1 1, dfrtp_1 4, nand3_1 1, nor3_2 1, xnor2_1 1, nor2b_1 1, o21ai_0 1, and4b_1 1
a21o_1 1, nand2_1 2, o21ai_1 1, nor2b_2 1
[layout make-up]
class	instances	share of cell area
Antenna cell	1	0.00699
Timing Repair Buffer	11	0.259
Clock buffer	3	0.0629
Multi-Input combinational cell	12	0.231
Sequential cell	4	0.280
Tap cell	46	0.161
[kinds of logic (layout without fill, tap and decap cells)]
group,count (synthesis),count (layout),share of synthesized area
AOI/OAI and AO/OA,3,3,0.0959
DFF,4,4,0.548
xor gates and xnor gates,2,2,0.0959
other,0,1,0
buffers and inverters,0,14,0
and+or+nand+nor,7,7,0.260
[timing repair]
action,CTS,global route
setup buffers,1,0
setup endpoints to repair,4,0
resized,4,0
Power figures rest on the tool's default switching activity, not on a simulated workload.
