### design/flow/run.sh
#!/bin/bash
# OpenROAD 26Q1-2900-gdf79404cd8, Yosys 0.63+post, stock flow scripts
make -C /OpenROAD-flow-scripts/flow DESIGN_CONFIG=/design/flow/config.mk WORK_HOME=/design/flow/orfs finish
### design/flow/config.mk
export PLATFORM = sky130hd
export DESIGN_NAME = mod_counter_hardcoded
export DESIGN_NICKNAME = mod_counter_hardcoded
export VERILOG_FILES = /design/flow/design.v
export SDC_FILE = /design/flow/constraint.sdc
export NUM_CORES = 4
export LEC_CHECK = 1
export CORE_AREA = 10 10 70 70
export DIE_AREA = 0 0 80 80
### design/flow/constraint.sdc
current_design mod_counter_hardcoded

set clk_period 2.2
set clk_io_pct 0.2

create_clock -name clk0 -period $clk_period [get_ports {clk}]

set non_clock_inputs [all_inputs -no_clocks]
set_input_delay [expr $clk_period * $clk_io_pct] -clock clk0 $non_clock_inputs
set_output_delay [expr $clk_period * $clk_io_pct] -clock clk0 [all_outputs]
### design/flow/design.v
module mod_counter_hardcoded
    #(parameter BITS = 4)(
    input clk,
    input reset_n,
    input enable,
    input [BITS - 1:0] FINAL_VALUE,
    output [BITS - 1:0] Q
    );
    reg [BITS - 1: 0] Q_reg, Q_next;
    wire done;
    always @(posedge clk, negedge reset_n)
        begin
          if (~reset_n)
            Q_reg <= 1'b0;
          else if(enable)
            Q_reg <= Q_next;
          else
            Q_reg <= Q_reg;
        end
    assign done = Q_reg == FINAL_VALUE;
    always @(*)
        Q_next <= done?1'b0:Q_reg + 1;
    assign Q = Q_reg;
endmodule
==> reports/qor.yml <==
synthesis:
  top_cell_area_share_pct: 39.0
  ys_ff: 4
  area_leaders: "dfrtp_1, xor2_1, nor4_4, ha_1, nand2b_1"
  top_area_cell: "dfrtp_1"
  async_reset_ff_share_pct: 100
  yosysChipArea_um2: 256
  netlist_area_um2: 256
  ys_cells: 26
  edf_count: 0
  syn_area_per_cell_um2: 9.87
  syn_inst: 26
  synth_warnings: 1
  yosys-top-cells-count: "dfrtp_1, xor2_1"
  ys_seq_share_pct: 39.0
  flop_cell: "dfrtp_1"
  yosysUniqueCellTypes: 15
clocking:
  clock-root-buffer: "clkbuf_4"
  postCtsHoldBufs: 0
  clk_latency_ps: 230
  h-tree-depth: 1
  cts_resized: 0
  clkSlewWorstSetupHoldPaths_ps: 40
  cts_tree: "done"
  clkSinkCount: 4
  cts_setup_buffers: 0
  numCtsBuffers: 3
  clockBufferDepth: 2
worst_setup_path:
  end_kind: "primary output"
  worst-path-max-fanout: 6
  cp.depth: 1
  critPathMaxStageDelay_ps: 510
  critPathLaunch: "Q_reg[0]"
  worstReg2RegStart: "Q_reg[0]"
  critPathRequiredTime_ps: 1760
  critPathTopFamily: "buffers and inverters"
  crit_type: "reg2out"
  crit_path_top_delay_cell: "clkdlybuf4s50_1"
  crit_chain: "clkdlybuf4s50_1"
  crit_arrival_ps: 1190
  rr_worst_depth: 3
  cp_num_buf_inv: 1
  start_kind: "register"
final_timing:
  post-route-min-period_ps: 1630
  setup_viol: 0
  fin_skew_ps: 0.563
  relSlewSlack_pct: 79.5
  finalClockPeriodUsage_pct: 74.0
  worstMarginPinSlew_ps: 305
  rsz0062_at_grt: "no"
  holdWs_ps: 409
  drv_slew: 0
  hold_violations: 0
  worst_slack_ps: 572
  fin_tns_setup_ps: 0
  max_freq_mhz: 614
floorplan:
  die_width_um: 80
  rows: 21
  chipArea_mm2: 0.00640
  core_region_area_mm2: 0.00342
  die_y_um: 80
  ios: 11
  fp_util_pct: 7.51
route:
  wirelength_um: 677
  post_drt_wl_per_cell_um: 8.06
  viasPerCell: 2.81
  drt_pre_antenna_iters: 4
  diodes: 0
  num_vias: 236
  drc_errors: 0
  dr.first_iter.drc_count: 42
  ant_nets: 0
final_layout:
  logic_area_um2: 145
  area_growth_pct: 68.8
  fillers: 393
  largest_register_ffs: 4
  stdcell_count: 84
  regArea_um2: 100
  drive_gt1_share_pct: 10.5
job:
  cap_violations: 0
  warnings: 25
placed_design:
  pre_cts_ws_ps: 512
  io_buffer_count: 10
  globalplace.congestion: 0.779
  place_inst: 81
  dp_hpwl_um: 520
grt:
  grt_antenna_before_repair: 0
  grt_max_degree: 10
  grt_usage_pct: 1.95
  grt_pass1_vias: 235
  overflow: 0
  grt_pass1_wl_um: 1050
pwr:
  total_power_uw: 421
  ir_drop_mv: 0.134
  power_leakage_nw: 0.176
  power_density_mw_per_mm2: 972
hold_path:
  hp-class: "in2async"
outcome:
  status: "finished, final reports clean"
==> power by group <==
part | internal, mW | total (mW) | switching [mW]
logic | 0.112 | 0.181 | 0.0689
registers | 0.104 | 0.150 | 0.0466
clock network | 0.0610 | 0.0900 | 0.0291
total | 0.276 | 0.421 | 0.145
==> routing by layer <==
metal	track usage [%]	wire length (um)	vias to the layer above	part of all wire [%]
li1	-	-	114	-
met1	2.94	327	106	48
met2	2.25	252	14	37
met3	0.455	71	2	10
met4	1.41	26	0	3.8
met5	0	0	-	0
==> layout make-up <==
type	instances	area share, %
multi-input cells	19	33.5
flip-flops and latches	4	23.1
repair buffers	10	23.1
well taps	46	13.3
clock buffers	3	5.20
inverters	2	1.73
==> cell usage in the layout, fill, tap and decap left out <==
cell type        instances
a21o_1                   1
nor4_4                   1
inv_1                    2
nand2b_1                 2
o22ai_1                  2
mux2i_1                  1
dfrtp_1                  4
clkbuf_4                 3
nor2b_1                  1
xor2_1                   4
ha_1                     1
a21oi_1                  1
nand2_1                  2
nand3_1                  2
o21ai_0                  1
clkdlybuf4s50_1         10
==> cell families after synthesis <==
kind of cell / after synthesis / share of synthesized area (%)
xor gates and xnor gates: 4 / 13.7
buffers and inverters: 3 / 4.39
muxes: 1 / 3.90
and+or+nand+nor: 8 / 22.4
adders and majority gates: 1 / 4.88
AOI/OAI and AO/OA: 5 / 11.7
DFF: 4 / 39.0
==> worst paths after layout <==
kind                       endpoint  slack [ps]
min in group clk0          Q_reg[3]         600
max in group asynchronous  Q_reg[3]        1630
setup reg to reg           Q_reg[3]         900
setup / recovery               Q[0]         570
hold reg to reg            Q_reg[3]         600
hold / removal             Q_reg[1]         410
==> per-stage QoR <==
stage                     instance area (um^2)  utilization, %
after floorplan                            256               -
after CTS                                  433            12.7
final                                      433            12.7
after global placement                     410            12.0
after detailed placement                   410            12.0
after global routing                       433            12.7
Power and IR drop assume default switching activity.
