[./run.sh]
#!/bin/bash
# OpenROAD 26Q1-2900-gdf79404cd8, Yosys 0.63+post, stock flow scripts
make -C /OpenROAD-flow-scripts/flow DESIGN_CONFIG=/design/flow/config.mk WORK_HOME=/design/flow/orfs finish
[./config.mk]
export PLATFORM = sky130hd
export DESIGN_NAME = BCD_counter
export DESIGN_NICKNAME = BCD_counter
export VERILOG_FILES = /design/flow/design.v
export SDC_FILE = /design/flow/constraint.sdc
export NUM_CORES = 4
export LEC_CHECK = 1
export CORE_AREA = 10 10 70 70
export DIE_AREA = 0 0 80 80
[./constraint.sdc]
current_design BCD_counter

set clk_period 1.5
set clk_io_pct 0.2

create_clock -name clk0 -period $clk_period [get_ports {clk}]

set non_clock_inputs [all_inputs -no_clocks]
set_input_delay [expr $clk_period * $clk_io_pct] -clock clk0 $non_clock_inputs
set_output_delay [expr $clk_period * $clk_io_pct] -clock clk0 [all_outputs]
[./design.v]
module BCD_counter
    #(parameter BITS = 4)(
    input clk,
    input reset_n,
    input enable,
    output done,
    output [3:0] Q
    );
    reg [3: 0] Q_reg, Q_next;
    always @(posedge clk, negedge reset_n)
        begin
          if (~reset_n)
            Q_reg <= 1'b0;
          else if(enable)
            Q_reg <= Q_next;
          else
            Q_reg <= Q_reg;
        end
    assign done = Q_reg == FINAL_VALUE;
    always @(*)
        Q_next <= done?1'b0:Q_reg + 1;
    assign Q = Q_reg;
endmodule
==> run notes <==
Implementation summary

The worst reg-to-reg path cell count is 6. The register bit total from synthesis is 4. Final hold analysis gives a worst-case slack of 0.270 ns. The switching component of the power is 0.213 mW. Summed over all routing layers, the global router reports a total usage of 0.0239. The number of buffers added by the clock tree synthesis step is 3.

The fmax is 690 MHz. Cell internal power was estimated by the tool at 0.514 mW. The number of vias after detailed routing is 212. During placement, the flow inserted port buffers numbering 7. The final count of negative-setup-slack endpoints is 0.

The share of post-route cells with drive strength above 1 is 0.395. The number of cell rows is 21. Of the total power, registers draw 0.265. The CTS H-tree depth is 1. The worst reg2reg path startpoint is Q_reg[1]. In this run, post-CTS hold repair placed 0 buffers. The flow ran to the end, and the final reports show no timing, DRC or antenna violations. The worst hold path class is in -> async. The post-CTS clock slew at the launch and capture registers of the worst setup and hold paths is 0.04 ns. Setup repair after global routing left no endpoint under its margin.

Per STA, the worst path is made up of clkdlybuf4s50_1. The power report puts the leakage power at 0.240 nW. The number of flip-flops under the largest register name is 4. Looking at the clock tree report, the root buffer type is sky130_fd_sc_hd__clkbuf_4. The largest area contributor in the netlist is sky130_fd_sc_hd__dfrtp_1.

The number of DRC markers after the initial detailed-route iteration is 10. For the worst-skew pair, the clock arrives at the later sink with an insertion delay of 0.23 ns. The largest delay contributor family on the critical path is buffers and inverters. After detailed routing, the number of remaining DRC violations is 0. The horizontal die dimension reported for this design is 80 µm. The relative area change from synthesis to final layout is 124%. The capture point of the worst reg-to-reg path is Q_reg[1]. The worst setup path is of the reg -> out kind. After legalization and detailed placement, the total HPWL measured 490 µm. The chip area line of the yosys report is 200 µm². Across all stage logs, warnings added up to 25.

Per the detail_route report, vias per standard cell equal 2.52. The share of the clock period used by the worst path after layout is 0.966. Per the power-grid run, VDD falls by no more than 0.346 mV. The count of max-cap constraint violations is 0. The final hold violation count is 0. The final weighted congestion in routability-driven placement is 0.675. The power report attributes to the clock group a share of 0.183.

The data arrival time reported for the critical path is 1.15 ns. The area of all placed cells without fillers is 449 µm². In this run, placement finished with an instance count of 74. The total clock sinks is 4. The worst setup path is launched from a flop. No sink is reached through more buffers than the 2 on the longest clock path. The floorplan report gives the top-level pin count as 8.

The total count of max-transition violations in the final report is 0. The relative max-transition margin is 0.837. Summed over all layers, the global routing overflow is 0. The initial cell density of the core is 0.0586. Detailed placement reports a standard cell area of 350 µm². The chip area is 6400 µm². The yosys stat cell total is 18.

The portion of synthesized cell area occupied by the leading cell type is 0.500. The routed design has 692 µm of wire. The transition time at the pin with the least slew margin is 0.244 ns.

The placement-stage worst setup slack is 0.132 ns. The detailed-router iteration count before antenna repair is 3. In the final routed layout, each cell accounts on average for 8.24 µm.

The largest individual stage delay along the critical path comes from the cell sky130_fd_sc_hd__clkdlybuf4s50_1. The final critical path time including I/O delays and setup is 1.45 ns. The vertical die dimension reported for this design is 80 µm. Entering global routing, the biggest net connects 8 pins. The delay of the slowest cell on the worst path is 0.49 ns. By area the synthesized netlist is led by sky130_fd_sc_hd__dfrtp_1 50%, sky130_fd_sc_hd__ha_1 6.3%, sky130_fd_sc_hd__nand2b_1 6.3%.

Of the total power, combinational logic draws 0.552. Total power for the finished layout comes to 0.727 mW. The number of warnings reported in the yosys synthesis log is 3. The final critical-path setup slack is 0.0510 ns. The wire length of the first global-routing pass is 1.09 mm. The slack of the worst reg-to-reg path is 0.21 ns. After the flow finishes, the layout carries non-filler instances totaling 84. The mean cell area of the mapped netlist is 11.1 µm². The tally of unique sky130hd cells used after synthesis is 13. The largest fanout on the critical path is 5. The final sum of negative setup slack is 0 ns. The number of global-route vias before repair came to 221. The data required time at the worst endpoint is 1.20 ns. The post-synthesis instance area is 200 µm². The sequential-to-total area share from yosys stat is 0.500.

Per the post-run analysis, buffers plus inverters along the critical path come to 1. Counting every instance in the synthesized netlist gives 18. In the routed netlist, the antenna diode instances number 0.

Clock skew on the completed layout was measured at 0.00165 ns. TritonCTS built the clock tree. The final core utilization is 0.132. The proportion of total power due to net switching is 0.293. The placeable core area is 3420 µm².

STA classifies the critical path endpoint as a primary output. The number of routed nets with antenna violations is 0. Dividing total power by cell area gives a power density of 1620 nW/µm². The initial antenna violation count is 0.
## worst register-to-register path, stage by stage, from the launching register on
cell and delay (ns):
sky130_fd_sc_hd__dfrtp_1 0.38, sky130_fd_sc_hd__buf_6 0.12, sky130_fd_sc_hd__buf_4 0.12, sky130_fd_sc_hd__buf_4 0.13
sky130_fd_sc_hd__ha_1 0.28, sky130_fd_sc_hd__nor2b_2 0.10, sky130_fd_sc_hd__a21oi_1 0.04
## Yosys cell counts
cell type / count
sky130_fd_sc_hd__nor3_2: 1
sky130_fd_sc_hd__nand4_1: 1
sky130_fd_sc_hd__nand2b_1: 2
sky130_fd_sc_hd__ha_1: 1
sky130_fd_sc_hd__a21oi_1: 1
sky130_fd_sc_hd__nor2b_2: 1
sky130_fd_sc_hd__xnor2_1: 1
sky130_fd_sc_hd__o21ai_1: 2
sky130_fd_sc_hd__o21ai_0: 1
sky130_fd_sc_hd__o211ai_1: 1
sky130_fd_sc_hd__dfrtp_1: 4
sky130_fd_sc_hd__inv_1: 1
sky130_fd_sc_hd__a21bo_1: 1
## worst max path at each step
stage / start / endpoint / depth (start not counted)
4_1_cts: Q_reg[2] / Q[2] / 2
5_1_grt: Q_reg[3] / done / 3
6_report: Q_reg[0] / Q[0] / 1
## what timing repair did
| action | CTS | global route |
|---|---|---|
| pin swaps | 1 | 0 |
| endpoints found under the setup margin | 4 | 4 |
| cloned | 0 | 0 |
| resized | 2 | 6 |
| buffers inserted | 2 | 5 |
## layout by cell type (no fill, tap or decap), drive strengths merged, types with 2 or more instances in the layout
cell type and instances:
clkbuf 3, dfrtp 4, nand2b 2, dlymetal6s2s 3
clkdlybuf4s50 3, o21ai 3, buf 10
## logic make-up (layout without fill, tap and decap cells)
family / Yosys count / after routing / share of synthesized area
AND-OR/OR-AND: 6 / 6 / 0.187
XOR/XNOR: 1 / 1 / 0.0438
adder cells (fa/ha/maj): 1 / 1 / 0.0625
buffers and inverters: 1 / 21 / 0.0187
flip-flops: 4 / 4 / 0.500
AND/OR/NAND/NOR: 5 / 5 / 0.188
## area by class of cell
class / instances / area, µm²
Timing Repair Buffer: 17 / 163
Sequential cell: 4 / 100
Tap cell: 46 / 57.6
Clock buffer: 3 / 22.5
Fill cell: 391 / 2970
Multi-Input combinational cell: 13 / 103
Inverter: 1 / 3.75
## power groups by stage
stage	Sequential, mW	Clock (mW)	Combinational [mW]
6_report	0.193	0.133	0.402
5_1_grt	0.200	0.148	0.455
4_1_cts	0.184	0.139	0.326
## per-layer routing
metal / track usage / share of wire / up-vias
li1: - / - / 109
met1: 0.0293 / 0.46 / 93
met2: 0.0217 / 0.31 / 10
met3: 0.0341 / 0.23 / 0
met4: 0.00352 / 0 / 0
met5: 0 / 0 / -
No activity file was given, so power comes from the tool's default toggle rates.
